<file path="/design/flow/config.mk">
export PLATFORM = sky130hd
export DESIGN_NAME = fifo_simple
export DESIGN_NICKNAME = fifo_simple
export VERILOG_FILES = /design/flow/design.v
export SDC_FILE = /design/flow/constraint.sdc
export NUM_CORES = 4
export LEC_CHECK = 1
export CORE_UTILIZATION = 50
export SYNTH_HDL_FRONTEND = slang
</file>
<file path="/design/flow/constraint.sdc">
current_design fifo_simple

set clk_period 7.9
set clk_io_pct 0.2

create_clock -name clk0 -period $clk_period [get_ports {clk}]

set non_clock_inputs [all_inputs -no_clocks]
set_input_delay [expr $clk_period * $clk_io_pct] -clock clk0 $non_clock_inputs
set_output_delay [expr $clk_period * $clk_io_pct] -clock clk0 [all_outputs]
</file>
<file path="/design/flow/design.v">
`timescale 1ns/1ps
`default_nettype none
module fifo_simple #(
  parameter integer WIDTH = 32,
  parameter integer DEPTH = 4
) (
  input  wire                    clk,
  input  wire                    rst_n,
  input  wire                    push_i,
  input  wire                    pop_i,
  input  wire [WIDTH-1:0]        data_i,
  output reg  [WIDTH-1:0]        data_o,
  output wire                    full_o,
  output wire                    empty_o,
  output wire [$clog2(DEPTH + 1)-1:0] count_o
);
  localparam integer ADDR_WIDTH  = (DEPTH <= 1) ? 1 : $clog2(DEPTH);
  localparam integer COUNT_WIDTH = $clog2(DEPTH + 1);
  localparam [ADDR_WIDTH-1:0] LAST_PTR = ADDR_WIDTH'(DEPTH - 1);
  reg [WIDTH-1:0] mem [0:DEPTH-1];
  reg [ADDR_WIDTH-1:0] wr_ptr;
  reg [ADDR_WIDTH-1:0] rd_ptr;
  reg [COUNT_WIDTH-1:0] count_r;
  integer idx;
  wire fifo_full  = (count_r == DEPTH[COUNT_WIDTH-1:0]);
  wire fifo_empty = (count_r == {COUNT_WIDTH{1'b0}});
  wire do_push    = push_i && (!fifo_full || pop_i);
  wire do_pop     = pop_i && !fifo_empty;
  assign full_o  = fifo_full;
  assign empty_o = fifo_empty;
  assign count_o = count_r;
  initial begin
    if (DEPTH < 1) begin
      $fatal(1, "fifo_simple DEPTH must be >= 1");
    end
    if (WIDTH < 1) begin
      $fatal(1, "fifo_simple WIDTH must be >= 1");
    end
  end
  always @(posedge clk) begin
    if (!rst_n) begin
      data_o  <= {WIDTH{1'b0}};
      wr_ptr  <= {ADDR_WIDTH{1'b0}};
      rd_ptr  <= {ADDR_WIDTH{1'b0}};
      count_r <= {COUNT_WIDTH{1'b0}};
      for (idx = 0; idx < DEPTH; idx = idx + 1) begin
        mem[idx] <= {WIDTH{1'b0}};
      end
    end else begin
      if (do_pop) begin
        data_o <= mem[rd_ptr];
        if (rd_ptr == LAST_PTR) begin
          rd_ptr <= {ADDR_WIDTH{1'b0}};
        end else begin
          rd_ptr <= rd_ptr + 1'b1;
        end
      end
      if (do_push) begin
        mem[wr_ptr] <= data_i;
        if (wr_ptr == LAST_PTR) begin
          wr_ptr <= {ADDR_WIDTH{1'b0}};
        end else begin
          wr_ptr <= wr_ptr + 1'b1;
        end
      end
      case ({do_push, do_pop})
        2'b10: count_r <= count_r + 1'b1;
        2'b01: count_r <= count_r - 1'b1;
        default: count_r <= count_r;
      endcase
    end
  end
endmodule
`default_nettype wire
</file>
<file path="/design/flow/run.sh">
#!/bin/bash
# OpenROAD 26Q1-2900-gdf79404cd8, Yosys 0.63+post, stock flow scripts
make -C /OpenROAD-flow-scripts/flow DESIGN_CONFIG=/design/flow/config.mk WORK_HOME=/design/flow/orfs finish
</file>
==> impl_metrics.toml <==
# synthesis and place-and-route metrics
[global_routing]
number_of_global_route_vias_before_repair = 4027
grt_pass1_wl_um = 21820
globalRoute.totalOverflow = 0
grt_start_max_net_pins = 34
initial_antenna_violation_count = 0
groute.usage.overall = 0.2275

[logic_synthesis]
syn-instance-count = 436
top_logic_kind = "simple AND/OR/NAND/NOR gates"
post_synth_num_cell_types = 31
yosys-mux-area-fraction = 0.1060
synth_adder_area_share = 0.008347
synth-xor-area-share = 0.002540
ys.warnings.count = 0
synth-area-yosys_mm2 = 0.006895
area_leaders = "sky130_fd_sc_hd__edfxtp_1, sky130_fd_sc_hd__and2_1, sky130_fd_sc_hd__dfxtp_1, sky130_fd_sc_hd__mux4_2, sky130_fd_sc_hd__a22o_1"
simple_gate_share = 0.1383
ys.flops = 167
synth.yosys.num_cells = 436
post-synth-top-area-cell = "sky130_fd_sc_hd__edfxtp_1"
synthDominantCellAreaShare = 0.5574
syn-cell-area_mm2 = 0.006895
synthAoiAreaFrac = 0.05044
avgSynthCellArea_um2 = 15.82
ys_seq_share = 0.6707

[min_path]
hold_path_class = "reg -> reg"

[detailed_routing]
detail-route-antenna-nets = 0
antenna_cells = 0
drt-pass1-iter-count = 4
dr.first_iter.drc_count = 203
routed-via-count = 3773
drcViolationCount = 0
route.detailed.vias_per_inst = 5.390
post_drt_wl_per_cell_um = 19.48
totalWireLength_um = 13630

[floorplan]
core-area_mm2 = 0.01335
pin_count = 73
placement_row_count = 42
initial_utilization = 0.5166
die.size.y_um = 119.4
die_width_um = 119.4
die_area_mm2 = 0.01426

[critical_path]
top_cell_family_by_delay_on_the_critical_path = "simple AND/OR/NAND/NOR gates"
critPathMaxStageDelay_ns = 0.52
setup.worst_path.class = "in -> reg"
worstPathBufferInverterCount = 2
worst-endpoint-required_ns = 8.24
worstPathArrival_ns = 4.14
critical_path.slowest_cell = "sky130_fd_sc_hd__or4b_4"
timing.critical_path.cells = "clkdlybuf4s50_1, or4b_4, nand2_1, ha_1, inv_1, fa_1, xor2_1, or3_1, a21oi_1"
setup.worst_path.start_class = "input pin"
critical_path_peak_fanout = 4
critical_path.endpoint_type = "register"

[clock_tree]
post_cts_buffers = 0
cts-root-to-sink-buffers = 2
tritoncts_clock_tree = "done"
clock_tree.root_cell = "sky130_fd_sc_hd__clkbuf_16"
clock_insertion_delay_worst_skew_ns = 0.41
cts-resized-gates = 0
clock-sinks = 167
cts-hold-fix-buffers = 0
tritoncts.num_buffers = 17
cts.reportedPaths.clkPinSlew_ns = 0.06
htree_num_levels = 4

[timing]
final.period_utilization = 0.4811
report.final.hold_viol_count = 0
timing_worst_slew_pin_value_ns = 0.6430
finalSetupViolCount = 0
grt_setup_unrepaired = "no"
worst_rel_slew_slack = 0.5702
finalSetupTns_ns = 0
maxClockFrequency_mhz = 263.1
timing.final.crit_period_ns = 3.801
drv_slew = 0
worst_clock_skew_ns = 0.006187

[layout]
most_frequent_cells_in_the_layout = "sky130_fd_sc_hd__and2_1, sky130_fd_sc_hd__edfxtp_1, sky130_fd_sc_hd__clkdlybuf4s50_1, sky130_fd_sc_hd__dfxtp_1"
fraction_of_final_layout_cells_sized_beyond_drive_strength_1 = 0.1527
layout_top_cell_excl_fill_tap = "sky130_fd_sc_hd__and2_1"
area_overhead_of_the_layout_relative_to_synthesis_pct = 21.61
postLayoutCoreUtil = 0.6282

[pwr]
ir_worst_vdd_uv = 154.0
p_leak_nw = 3.042
power.density_mw_per_mm2 = 272.1

[run]
cap_violations = 0
tool_warnings = 25

[placement]
place.port_buffers = 72
gp_routability_congestion = 0.7603
dp.final_hpwl_um = 7732

[outcome]
run_status = "finished clean"
-- cell usage after synthesis --
cell type,count
sky130_fd_sc_hd__fa_1,1
sky130_fd_sc_hd__and4_4,1
sky130_fd_sc_hd__inv_2,1
sky130_fd_sc_hd__and2_1,129
sky130_fd_sc_hd__edfxtp_1,128
sky130_fd_sc_hd__or3_1,2
sky130_fd_sc_hd__mux4_2,32
sky130_fd_sc_hd__a22o_1,32
sky130_fd_sc_hd__nor3_1,4
sky130_fd_sc_hd__o21ai_0,4
sky130_fd_sc_hd__nor4b_2,1
sky130_fd_sc_hd__nand3b_1,2
sky130_fd_sc_hd__nand3_1,1
sky130_fd_sc_hd__ha_1,3
sky130_fd_sc_hd__mux2i_1,1
sky130_fd_sc_hd__or4_1,1
sky130_fd_sc_hd__buf_6,3
sky130_fd_sc_hd__and3_1,1
sky130_fd_sc_hd__o31ai_2,1
sky130_fd_sc_hd__clkbuf_1,16
sky130_fd_sc_hd__buf_4,3
sky130_fd_sc_hd__a21oi_1,5
sky130_fd_sc_hd__or4b_4,1
sky130_fd_sc_hd__inv_1,5
sky130_fd_sc_hd__nor2_1,6
sky130_fd_sc_hd__o21ai_1,2
sky130_fd_sc_hd__buf_2,5
sky130_fd_sc_hd__xor2_1,2
sky130_fd_sc_hd__nand2_1,3
sky130_fd_sc_hd__nand2b_1,1
sky130_fd_sc_hd__dfxtp_1,39
-- where the power goes --
| part | total [mW] | leakage, nW | switching (mW) | internal [mW] |
|---|---|---|---|---|
| registers | 1.10 | 1.65 | 0.0559 | 1.04 |
| logic | 0.409 | 1.13 | 0.174 | 0.236 |
| clock network | 0.775 | 0.265 | 0.303 | 0.472 |
-- final timing paths --
| check | startpoint | end | slack, ns | cells after the start |
|---|---|---|---|---|
| worst max register to register | count_o[0] | count_o[2] | 5.28 | 8 |
| worst max-delay path | pop_i | count_o[2] | 4.10 | 9 |
| worst min register to register | data_o[26] | data_o[26] | 0.48 | 1 |
| worst min-delay path | data_o[26] | data_o[26] | 0.48 | 1 |
-- kinds of logic (layout without fill, tap and decap cells) --
kind of cell / after synthesis / count (layout)
multiplexers: 33 / 33
buffers and inverters: 33 / 121
AND/OR/NAND/NOR: 153 / 153
flip-flops: 167 / 167
XOR/XNOR: 2 / 2
adder cells (fa/ha/maj): 4 / 4
AND-OR/OR-AND: 44 / 44
-- worst reg2reg max path, cell delays in order (launching register included) --
cell and delay (ns):
sky130_fd_sc_hd__dfxtp_1 0.39, sky130_fd_sc_hd__or4b_4 0.59, sky130_fd_sc_hd__nand2_1 0.28, sky130_fd_sc_hd__ha_1 0.25
sky130_fd_sc_hd__inv_1 0.06, sky130_fd_sc_hd__fa_1 0.37, sky130_fd_sc_hd__xor2_1 0.15, sky130_fd_sc_hd__or3_1 0.30
sky130_fd_sc_hd__a21oi_1 0.15
-- routing by layer --
metal | global-route usage | part of all wire
met1 | 0.3660 | 0.42
met2 | 0.3416 | 0.49
met3 | 0.09687 | 0.079
met4 | 0.01875 | 0.0068
met5 | 0 | 0
-- final cells by class --
| class | instances | area, µm² |
|---|---|---|
| Multi-Input combinational cell | 236 | 2166 |
| Tap cell | 176 | 220.2 |
| Inverter | 6 | 22.52 |
| Clock buffer | 27 | 473.0 |
| Timing Repair Buffer | 83 | 803.3 |
| Sequential cell | 167 | 4627 |
| Clock inverter | 5 | 73.82 |
| Fill cell | 999 | 4962 |
-- stage by stage --
step                      setup slack (ns)  cell area (µm²)  cells  hold WS, ns  power (mW)
after floorplan                      3.355             6895    436       0.4195       1.353
after global placement               3.733             7839    668       0.4573       1.530
after detailed placement             3.688             7839    668       0.4637       1.535
after CTS                            4.117             8386    700       0.4803       2.308
after global routing                 3.972             8386    700       0.4874       2.392
final                                4.099             8386    700       0.4751       2.281
-- registers in the layout (all words and copies together), names as in the netlist --
signal,count
mem,128
wr_ptr,2
rd_ptr,2
count_o,3
data_o,32
No activity file was given, so power comes from the tool's default toggle rates.
