[design.v]
`timescale 1ns/1ps
`default_nettype none
module descriptor_pack #(
  parameter int DESCR_WIDTH   = 64,
  parameter int PA_WIDTH      = 32,
  parameter int LIMIT_WIDTH   = 15,
  parameter int PAGE_SHIFT    = 12,
  parameter [1:0] KIND_ROOT   = 2'd0,
  parameter [1:0] KIND_PTR    = 2'd1,
  parameter [1:0] KIND_PAGE   = 2'd2,
  parameter int R_DT_HI       = 33,
  parameter int R_DT_LO       = 32,
  parameter int R_V_BIT       = -1,    
  parameter int R_I_BIT       = 63,    
  parameter int R_LIMIT_HI    = 62,
  parameter int R_LIMIT_LO    = 48,
  parameter int R_ADDR_HI     = 31,
  parameter int R_ADDR_LO     = 4,
  parameter int P_DT_HI       = 33,
  parameter int P_DT_LO       = 32,
  parameter int P_V_BIT       = -1,    
  parameter int P_I_BIT       = 63,    
  parameter int P_LIMIT_HI    = 62,
  parameter int P_LIMIT_LO    = 48,
  parameter int P_ADDR_HI     = 31,
  parameter int P_ADDR_LO     = 4,
  parameter int PG_DT_HI      = 33,
  parameter int PG_DT_LO      = 32,
  parameter int PG_V_BIT      = -1,    
  parameter int PG_S_BIT      = 40,
  parameter int PG_WP_BIT     = 34,
  parameter int PG_CI_BIT     = 38,
  parameter int PG_M_BIT      = 36,
  parameter int PG_U_BIT      = 35,
  parameter int PFN_WIDTH     = (PA_WIDTH > PAGE_SHIFT) ? (PA_WIDTH-PAGE_SHIFT) : 1,
  parameter int PG_PFN_HI     = 31,
  parameter int PG_PFN_LO     = 8
)(
  input  wire [1:0] kind_i,
  input  wire        r_v_i,
  input  wire        r_i_i,
  input  wire [1:0]  r_dt_i,
  input  wire [LIMIT_WIDTH-1:0] r_limit_i,
  input  wire [PA_WIDTH-1:0]    r_addr_i,
  input  wire        p_v_i,
  input  wire        p_i_i,
  input  wire [1:0]  p_dt_i,
  input  wire [LIMIT_WIDTH-1:0] p_limit_i,
  input  wire [PA_WIDTH-1:0]    p_addr_i,
  input  wire        pg_v_i,
  input  wire [1:0]  pg_dt_i,
  input  wire        pg_s_i,
  input  wire        pg_wp_i,
  input  wire        pg_ci_i,
  input  wire        pg_m_i,
  input  wire        pg_u_i,
  input  wire [PA_WIDTH-1:0]    pg_pa_i,
  output reg  [DESCR_WIDTH-1:0] packed_o,
  input  wire [DESCR_WIDTH-1:0] packed_i,
  output reg        r_v_o,
  output reg        r_i_o,
  output reg [1:0]  r_dt_o,
  output reg [LIMIT_WIDTH-1:0] r_limit_o,
  output reg [PA_WIDTH-1:0]    r_addr_o,
  output reg        p_v_o,
  output reg        p_i_o,
  output reg [1:0]  p_dt_o,
  output reg [LIMIT_WIDTH-1:0] p_limit_o,
  output reg [PA_WIDTH-1:0]    p_addr_o,
  output reg        pg_v_o,
  output reg [1:0]  pg_dt_o,
  output reg        pg_s_o,
  output reg        pg_wp_o,
  output reg        pg_ci_o,
  output reg        pg_m_o,
  output reg        pg_u_o,
  output reg [PA_WIDTH-1:0]    pg_pa_o
);
  localparam int ROOT_ADDR_WIDTH = (R_ADDR_HI >= R_ADDR_LO) ? (R_ADDR_HI - R_ADDR_LO + 1) : 1;
  localparam int PTR_ADDR_WIDTH  = (P_ADDR_HI >= P_ADDR_LO) ? (P_ADDR_HI - P_ADDR_LO + 1) : 1;
  localparam int PAGE_ADDR_WIDTH = (PG_PFN_HI >= PG_PFN_LO) ? (PG_PFN_HI - PG_PFN_LO + 1) : 1;
  localparam int ROOT_ADDR_SRC_LO = 4;
  localparam int PTR_ADDR_SRC_LO  = 4;
  localparam int PAGE_ADDR_SRC_LO = 8;
  localparam int ROOT_ADDR_COPY_W = ((PA_WIDTH > ROOT_ADDR_SRC_LO) &&
                                     ((PA_WIDTH - ROOT_ADDR_SRC_LO) < ROOT_ADDR_WIDTH)) ?
                                    (PA_WIDTH - ROOT_ADDR_SRC_LO) : ROOT_ADDR_WIDTH;
  localparam int PTR_ADDR_COPY_W  = ((PA_WIDTH > PTR_ADDR_SRC_LO) &&
                                     ((PA_WIDTH - PTR_ADDR_SRC_LO) < PTR_ADDR_WIDTH)) ?
                                    (PA_WIDTH - PTR_ADDR_SRC_LO) : PTR_ADDR_WIDTH;
  localparam int PAGE_ADDR_COPY_W = ((PA_WIDTH > PAGE_ADDR_SRC_LO) &&
                                     ((PA_WIDTH - PAGE_ADDR_SRC_LO) < PAGE_ADDR_WIDTH)) ?
                                    (PA_WIDTH - PAGE_ADDR_SRC_LO) : PAGE_ADDR_WIDTH;
  wire [1:0] r_dt_enc  = r_v_i  ? r_dt_i  : 2'b00;
  wire [1:0] p_dt_enc  = p_v_i  ? p_dt_i  : 2'b00;
  wire [1:0] pg_dt_enc = pg_v_i ? pg_dt_i : 2'b00;
  initial begin
    if (DESCR_WIDTH < 64) begin
      $fatal(1, "descriptor_pack DESCR_WIDTH must be >= 64 for Motorola long-format defaults");
    end
    if (LIMIT_WIDTH > (R_LIMIT_HI - R_LIMIT_LO + 1)) begin
      $fatal(1, "descriptor_pack LIMIT_WIDTH exceeds Motorola root/pointer limit field");
    end
    if (PAGE_SHIFT < 8) begin
      $fatal(1, "descriptor_pack PAGE_SHIFT must be >= 8 for Motorola page-address field");
    end
  end
  always @* begin
    packed_o = {DESCR_WIDTH{1'b0}};
    case (kind_i)
      KIND_ROOT: begin
        packed_o[R_I_BIT] = r_i_i;
        packed_o[R_LIMIT_HI -: LIMIT_WIDTH] = r_limit_i;
        packed_o[R_DT_HI:R_DT_LO] = r_dt_enc;
        if (ROOT_ADDR_COPY_W > 0) begin
          packed_o[R_ADDR_LO +: ROOT_ADDR_COPY_W] = r_addr_i[ROOT_ADDR_SRC_LO +: ROOT_ADDR_COPY_W];
        end
      end
      KIND_PTR: begin
        packed_o[P_I_BIT] = p_i_i;
        packed_o[P_LIMIT_HI -: LIMIT_WIDTH] = p_limit_i;
        packed_o[P_DT_HI:P_DT_LO] = p_dt_enc;
        if (PTR_ADDR_COPY_W > 0) begin
          packed_o[P_ADDR_LO +: PTR_ADDR_COPY_W] = p_addr_i[PTR_ADDR_SRC_LO +: PTR_ADDR_COPY_W];
        end
      end
      KIND_PAGE: begin
        packed_o[PG_S_BIT] = pg_s_i;
        packed_o[PG_CI_BIT] = pg_ci_i;
        packed_o[PG_M_BIT] = pg_m_i;
        packed_o[PG_U_BIT] = pg_u_i;
        packed_o[PG_WP_BIT] = pg_wp_i;
        packed_o[PG_DT_HI:PG_DT_LO] = pg_dt_enc;
        if (PAGE_ADDR_COPY_W > 0) begin
          packed_o[PG_PFN_LO +: PAGE_ADDR_COPY_W] = pg_pa_i[PAGE_ADDR_SRC_LO +: PAGE_ADDR_COPY_W];
        end
      end
      default: begin
        packed_o = {DESCR_WIDTH{1'b0}};
      end
    endcase
  end
  always @* begin
    r_dt_o    = packed_i[R_DT_HI:R_DT_LO];
    r_v_o     = (packed_i[R_DT_HI:R_DT_LO] != 2'b00);
    r_i_o     = packed_i[R_I_BIT];
    r_limit_o = packed_i[R_LIMIT_HI -: LIMIT_WIDTH];
    r_addr_o  = {PA_WIDTH{1'b0}};
    if (ROOT_ADDR_COPY_W > 0) begin
      r_addr_o[ROOT_ADDR_SRC_LO +: ROOT_ADDR_COPY_W] = packed_i[R_ADDR_LO +: ROOT_ADDR_COPY_W];
    end
    p_dt_o    = packed_i[P_DT_HI:P_DT_LO];
    p_v_o     = (packed_i[P_DT_HI:P_DT_LO] != 2'b00);
    p_i_o     = packed_i[P_I_BIT];
    p_limit_o = packed_i[P_LIMIT_HI -: LIMIT_WIDTH];
    p_addr_o  = {PA_WIDTH{1'b0}};
    if (PTR_ADDR_COPY_W > 0) begin
      p_addr_o[PTR_ADDR_SRC_LO +: PTR_ADDR_COPY_W] = packed_i[P_ADDR_LO +: PTR_ADDR_COPY_W];
    end
    pg_dt_o   = packed_i[PG_DT_HI:PG_DT_LO];
    pg_v_o    = (packed_i[PG_DT_HI:PG_DT_LO] != 2'b00);
    pg_s_o    = packed_i[PG_S_BIT];
    pg_wp_o   = packed_i[PG_WP_BIT];
    pg_ci_o   = packed_i[PG_CI_BIT];
    pg_m_o    = packed_i[PG_M_BIT];
    pg_u_o    = packed_i[PG_U_BIT];
    pg_pa_o   = {PA_WIDTH{1'b0}};
    if (PAGE_ADDR_COPY_W > 0) begin
      pg_pa_o[PAGE_ADDR_SRC_LO +: PAGE_ADDR_COPY_W] = packed_i[PG_PFN_LO +: PAGE_ADDR_COPY_W];
    end
    if (PAGE_SHIFT > 0) begin
      pg_pa_o[PAGE_SHIFT-1:0] = {PAGE_SHIFT{1'b0}};
    end
  end
endmodule
`default_nettype wire
[run.sh]
#!/bin/bash
# OpenROAD 26Q1-2900-gdf79404cd8, Yosys 0.63+post, stock flow scripts
make -C /OpenROAD-flow-scripts/flow DESIGN_CONFIG=/design/flow/config.mk WORK_HOME=/design/flow/orfs finish
[config.mk]
export PLATFORM = sky130hd
export DESIGN_NAME = descriptor_pack
export DESIGN_NICKNAME = descriptor_pack
export VERILOG_FILES = /design/flow/design.v
export SDC_FILE = /design/flow/constraint.sdc
export NUM_CORES = 4
export LEC_CHECK = 1
export CORE_AREA = 10 10 166 166
export DIE_AREA = 0 0 176 176
export SYNTH_HDL_FRONTEND = slang
[constraint.sdc]
current_design descriptor_pack

set clk_period 6.0
set clk_io_pct 0.2

create_clock -name clk0 -period $clk_period

set non_clock_inputs [all_inputs -no_clocks]
set_input_delay [expr $clk_period * $clk_io_pct] -clock clk0 $non_clock_inputs
set_output_delay [expr $clk_period * $clk_io_pct] -clock clk0 [all_outputs]
==> results.txt <==
From the run reports.

- The flow ran to the end, and the final reports show no timing, DRC or antenna violations.
- The die outline height reads 176 microns.
- After synthesis, the cell types taking the most area are buf_4 55%, mux2i_1 21%, o2bb2ai_1 10%, nor2_1 3.6%, buf_6 1.6%.
- In this run the post-CTS setup repair buffer count came out at 0.
- The number of antenna violations at the first check in global routing was 0.
- The area share of the leading cell type in the synthesized netlist reads 0.554.
- The layout has 0 clock buffers.
- The worst max-slew margin expressed relative to the limit reads 0.537.
- The worst setup path is launched from an input pin.
- The overall via count from detail_route reads 1753.
- The iteration count of the initial detailed-routing pass is 4.
- The power per unit of standard cell area reads 59.4 nW/um^2.
- The initial detailed-routing violation count is 28.
- The sequential cells in the finished layout cover a total of 0 sq um.
- The worst path arrival time reads 3.10 ns.
- The critical path launch point is kind_i[0].
- After technology mapping, the gate count stands at 269.
- The number of failing setup endpoints in the final timing report reads 0.
- STA classifies the critical path endpoint as a primary output.
- The core area reads 24100 sq um.
- The compound-gate portion of the synthesized area reads 0.110.
- The placer congestion estimate is 0.728.
- The basic-gate share of the synthesized area counting and, or, nand and nor cells is 0.0744.
- The biggest area consumer among synthesized cells is buf_4.
- Of the available clock period, the critical path in the final layout requires 0.716.
- The final timing report derives a shortest allowable period of around 4.3 ns.
- Entering global routing, the biggest net connects ~49 pins.
- The final routed wire length divided by cell count is approximately 15 microns.
- The dominant combinational cell family by area after synthesis reads buffers and inverters.
- The antenna cell count reads 0.
- The average cell area after synthesis is between 7 and 8 sq um.
- In the final report, the number of hold violations comes to 0.
- The number of top-level design ports reads 414.
- The number of flip-flops and latches reads 0.
- After synthesis, the chip area reported by Yosys is 2090 sq um.
- For the worst setup path, the data required time is 4.80 ns.
- Of the total synthesized cell area, the portion taken by full adders, half adders and majority gates is 0.
- For the final routed database, the setup TNS stands at 0 ns.
- Global routing finished with a remaining overflow of 0.
- Leaving out buffers and inverters, the combinational logic in the layout accounts for 952 sq um.
- Note, the detailed placer reported a final HPWL of approximately 8.4 mm.
- The post-CTS hold buffer count recorded in the log is 0.
- Counting tap cells, the placed design contains a total of between 600 and 700 instances.
- The post-detailed-route via-to-cell ratio reads around 2.7.
- The combined area of all synthesized cells reads ~2100 sq um.
- Per the power-grid run, VDD falls by no more than 0.0350 mV.
- The horizontal die dimension reads roughly 180 microns.
- For this run, the slowest stage of the critical path takes 0.61 ns.
- Based on the critical path, the design can be clocked at up to roughly 0.23 GHz.
- The first-pass GRT wire length is between 10 and 15 mm.
- The full die area reads 31000 sq um.
- Counting pins that exceed their max-slew limit in the final report gives 0.
- The part of the Yosys area used for sequential elements is 0.
- Per STA, the worst path is made up of buf_4 -> nor2b_2 -> buf_4 -> o2bb2ai_1 -> clkdlybuf4s50_1.
- The post-layout instance count excluding filler cells is 651.
- The worst-path cell with the longest stage delay reads nor2b_2.
- Summing over the stages, the warning tally comes to 61.
- The actual transition at the worst max-transition pin reads 0.692 ns.
- The type of the most critical hold path reads input pin to primary output.
- The core utilization before placement is 0.0865.
- The row count reads 57.
- Port buffering added around 190 buffers.
- The start point of the worst hold path is packed_i[13].
- The critical path start-end classification is input pin to primary output.
- The number of warnings issued by yosys is 0.
- The post-route core utilization reads 0.136.
- The share of layout cells above drive strength 1 reads 0.0214.
- The number of global-route vias before repair is 1986.
- Setup repair after global routing left no endpoint under its margin.
- The maximum fanout count along the critical path reads 23.
- The total global routing track utilization is 0.0554.
- The fraction of synthesized cell area in xor and xnor cells reads 0.
- The layout filler cell count is about 2800.
- The post-cts resize count is 0.
- The signed area change from the synthesized netlist to the final layout reads 57.0%.
- The mux cell area share after synthesis reads 0.211.
- The gate-level netlist out of Yosys references 18 unique cell types.
- The most repeated library cell on the critical path reads buf_4.
- The total length of routed wires is 9.62 mm.
- The post-synthesis cell count from yosys reads 269.
- For this run, design rule violations remaining after detail routing come to 0.
- The max-capacitance violation count is 0.
- The number of nets still failing antenna checks after routing reads 0.
- The analysis attributes to cell leakage a power of 1.24 nW.
[critical path, delay by kind of cell]
family                 cells  cell delay [ns]
AND/OR/NAND/NOR            1             0.61
buffers and inverters      3             1.10
AND-OR/OR-AND              1             0.17
[logic make-up (layout without fill, tap and decap cells)]
group                  count (synthesis)  after routing
buffers and inverters                167            193
multiplexers                          44             44
AND/OR/NAND/NOR                       31             31
AND-OR/OR-AND                         26             26
other                                  1             33
[path summary, 6_finish.rpt]
check	slack (ns)	depth (start not counted)	to
setup / recovery	1.70	5	packed_o[9]
hold / removal	2.40	0	p_addr_o[13]
[metrics by stage]
| stage | area [sq um] | power [mW] | hold slack, ns | worst slack, ns |
|---|---|---|---|---|
| after floorplan | 2210 | 0.109 | 2.46 | 3.03 |
| after CTS | 3270 | 0.200 | 2.40 | 1.63 |
| after global placement | 3270 | 0.198 | 2.40 | 1.61 |
| after global routing | 3270 | 0.212 | 2.40 | 1.57 |
| after detailed placement | 3270 | 0.198 | 2.40 | 1.63 |
| final | 3270 | 0.194 | 2.40 | 1.70 |
[power by group]
group          switching, mW  internal (mW)  total (mW)
combinational         0.0529          0.141       0.194
clock                      0              0           0
sequential                 0              0           0
[layout make-up]
type,count,share of cell area
tap,324,0.124
multi-input combinational,134,0.291
timing repair buffer,193,0.585
[cells in the mapped netlist]
master,number
a221o_1,2
and2_1,5
and3b_1,1
and4b_1,2
buf_1,4
buf_2,2
buf_4,154
buf_6,3
buf_8,2
clkbuf_1,1
clkbuf_4,1
conb_1,1
mux2i_1,44
nor2_1,20
nor2b_1,1
nor3b_1,1
o2bb2ai_1,24
or2_2,1
[per-layer routing]
| layer | vias up | global-route usage | share of wire |
|---|---|---|---|
| met5 | - | 0 | 0 |
| met4 | 0 | 0.0247 | 0.047 |
| met3 | 49 | 0.0239 | 0.11 |
| met2 | 151 | 0.0861 | 0.45 |
| met1 | 718 | 0.0651 | 0.39 |
| li1 | 835 | - | - |
[cells in the final DEF, fill, tap and decap left out]
cell type        Yosys  routed
conb_1               1      33
and4b_1              2       2
buf_2                2       1
and2_1               5       5
o2bb2ai_1           24      24
a221o_1              2       2
mux2i_1             44      44
buf_4              154       4
clkdlybuf4s50_1      0     188
nor2_1              20      20
nor2b_2              0       1
or2_2                1       1
and3b_1              1       1
nor3b_1              1       1
No activity file was given, so power comes from the tool's default toggle rates.
